`/design/flow/config.mk`:
```
export PLATFORM = sky130hd
export DESIGN_NAME = original_add
export DESIGN_NICKNAME = original_add
export VERILOG_FILES = /design/flow/design.v
export SDC_FILE = /design/flow/constraint.sdc
export NUM_CORES = 4
export LEC_CHECK = 1
export CORE_UTILIZATION = 50
```
`/design/flow/constraint.sdc`:
```
current_design original_add

set clk_period 8.7
set clk_io_pct 0.2

create_clock -name clk0 -period $clk_period [get_ports {clk}]

set non_clock_inputs [all_inputs -no_clocks]
set_input_delay [expr $clk_period * $clk_io_pct] -clock clk0 $non_clock_inputs
set_output_delay [expr $clk_period * $clk_io_pct] -clock clk0 [all_outputs]
```
`/design/flow/design.v`:
```
`timescale 1ns / 1ps
module shifter4bit(clk,reset,a,shift_bits,shiftOut);
input clk,reset;
input [3:0] a;
input [4:0] shift_bits;
output [23:0] shiftOut;
reg [23:0] shiftOut;
always@(posedge clk or negedge reset)
begin
    if(reset==1'b0)
    begin
        shiftOut<=24'b0;
    end
    else
    begin
        case(shift_bits)
            5'b00000:  shiftOut<={20'b0,a};
            5'b00001:  shiftOut<={19'b0,a,1'b0};
            5'b00010:  shiftOut<={18'b0,a,2'b0};
            5'b00011:  shiftOut<={17'b0,a,3'b0};
            5'b00100:  shiftOut<={16'b0,a,4'b0};
            5'b00101:  shiftOut<={15'b0,a,5'b0};
            5'b00110:  shiftOut<={14'b0,a,6'b0};
            5'b00111:  shiftOut<={13'b0,a,7'b0};
            5'b01000:  shiftOut<={12'b0,a,8'b0};
            5'b01001:  shiftOut<={11'b0,a,9'b0};
            5'b01010:  shiftOut<={10'b0,a,10'b0};
            5'b01011:  shiftOut<={9'b0,a,11'b0};
            5'b01100:  shiftOut<={8'b0,a,12'b0};
            5'b01101:  shiftOut<={7'b0,a,13'b0};
            5'b01110:  shiftOut<={6'b0,a,14'b0};
            5'b01111:  shiftOut<={5'b0,a,15'b0};
            5'b10000:  shiftOut<={4'b0,a,16'b0};
            5'b10001:  shiftOut<={3'b0,a,17'b0};
            5'b10010:  shiftOut<={2'b0,a,18'b0};
            5'b10011:  shiftOut<={1'b0,a,19'b0};
            5'b10100:  shiftOut<={a,20'b0};
            default:   shiftOut<=24'b0;
        endcase
    end
end
endmodule
`timescale 1ns / 1ps
module shifter6bit(clk,reset,a,shift_bits,shiftOut);
input clk,reset;
input [5:0] a;
input [4:0] shift_bits;
output [23:0] shiftOut;
reg [23:0] shiftOut;
always@(posedge clk or negedge reset)
begin
    if(reset==1'b0)
    begin
        shiftOut<=24'b0;
    end
    else
    begin
        case(shift_bits)
            5'b00000:  shiftOut<={20'b0,a};
            5'b00001:  shiftOut<={17'b0,a,1'b0};
            5'b00010:  shiftOut<={16'b0,a,2'b0};
            5'b00011:  shiftOut<={15'b0,a,3'b0};
            5'b00100:  shiftOut<={14'b0,a,4'b0};
            5'b00101:  shiftOut<={13'b0,a,5'b0};
            5'b00110:  shiftOut<={12'b0,a,6'b0};
            5'b00111:  shiftOut<={11'b0,a,7'b0};
            5'b01000:  shiftOut<={10'b0,a,8'b0};
            5'b01001:  shiftOut<={9'b0,a,9'b0};
            5'b01010:  shiftOut<={8'b0,a,10'b0};
            5'b01011:  shiftOut<={7'b0,a,11'b0};
            5'b01100:  shiftOut<={6'b0,a,12'b0};
            5'b01101:  shiftOut<={5'b0,a,13'b0};
            5'b01110:  shiftOut<={4'b0,a,14'b0};
            5'b01111:  shiftOut<={3'b0,a,15'b0};
            5'b10000:  shiftOut<={2'b0,a,16'b0};
            5'b10001:  shiftOut<={1'b0,a,17'b0};
            5'b10010:  shiftOut<={a,18'b0};
            default:   shiftOut<=24'b0;
        endcase
    end
end
endmodule
`timescale 1ns / 1ps
module original_add(clk,reset,filterWeight2,filterWeight3,computeOut2,computeOut3,addOut);
input clk,reset;
input [89:0] filterWeight2;      
input [29:0] filterWeight3;       
input [63:0] computeOut2;         
input [35:0] computeOut3;         
output [27:0] addOut;
wire [27:0] addOut;
wire [383:0] shiftOut2;      
wire [143:0] shiftOut3;      
genvar i;
generate
    for (i = 0 ; i < 16; i=i+1)
       shifter4bit shifter4bit1(clk,reset,computeOut2[i*4+:4],filterWeight2[i*5+:5],shiftOut2[i*24+:24]);
    for (i = 0; i < 6; i=i+1)
       shifter6bit shifter6bit1(clk,reset,computeOut3[i*6+:6],filterWeight3[i*5+:5],shiftOut3[i*24+:24]);
    original_unit original_unit1(clk,reset,shiftOut2,shiftOut3,addOut);
endgenerate
endmodule
`timescale 1ns / 1ps
module original_unit(clk,reset,shiftOut2,shiftOut3,additionOut);
input clk,reset;
input [383:0] shiftOut2;      
input [143:0] shiftOut3;      
output [27:0] additionOut;
reg [27:0] additionOut;
reg [4:0] i;
reg [24:0] partialSum21 [7:0];
reg [25:0] partialSum22 [3:0];
reg [26:0] partialSum23 [1:0];
reg [24:0] partialSum31 [2:0];
always@(*)
begin
    for (i = 0 ; i < 16; i=i+2)
       partialSum21[i/2]<=shiftOut2[i*4+:4]+shiftOut2[(i+1)*4+:4];
    for (i = 0 ; i < 8; i=i+2)
       partialSum22[i/2]<= partialSum21[i]+partialSum21[i+1];
    for (i = 0 ; i < 4; i=i+2)
       partialSum23[i/2]<= partialSum22[i]+partialSum22[i+1];
    for (i = 0 ; i < 6; i=i+2)
       partialSum31[i/2]<= shiftOut3[i*6+:6]+shiftOut3[(i+1)*6+:6];
    additionOut<=partialSum23[0]+partialSum23[1]+partialSum31[0]+partialSum31[1]+partialSum31[2];
end
endmodule
```
`/design/flow/run.sh`:
```
#!/bin/bash
# OpenROAD 26Q1-2900-gdf79404cd8, Yosys 0.63+post, stock flow scripts
make -C /OpenROAD-flow-scripts/flow DESIGN_CONFIG=/design/flow/config.mk WORK_HOME=/design/flow/orfs finish
```
==> out/summary.rpt <==
PLACED DESIGN
-----------------------------------------------------------------------------------------------
Count of buffers from port buffering .............................................           61
Final HPWL from detailed placement ...............................................     14700 um
Routability congestion estimate ..................................................        0.915

PWR
-----------------------------------------------------------------------------------------------
IR drop worst, VDD ...............................................................     0.166 mV
Static Leak ......................................................................      4.85 nW
Share of total power in sequential cells .........................................        0.327
Clock power share ................................................................        0.275
Combinational cell fraction of total power .......................................        0.397
Sw Pwr ...........................................................................       483 uW
Switching share of power .........................................................        0.324
Internal power ...................................................................      1.01 mW
Power, Total .....................................................................      1.49 mW
PwrDens ..........................................................................  152 nW/um^2

GRT
-----------------------------------------------------------------------------------------------
Number of antenna violations at the first check in global routing ................            0
Maximum number of pins on one net before global-route repair .....................           53
Global-route congestion overflow total ...........................................            0
Global-route wire length before repair ...........................................     32100 um
Via count of the first global-routing pass .......................................         6523
Met1 GRT Util ....................................................................        0.382
GRT Resource Usage Total .........................................................        0.228
M3 GR Usage ......................................................................       0.0467
Busiest metal layer after global routing .........................................         met1
Routing usage on met2 ............................................................        0.320

DETAILED ROUTING
-----------------------------------------------------------------------------------------------
First-pass iteration count of the detailed router ................................            5
DRC violation count after routing ................................................            0
Average via count per standard cell ..............................................         5.73
Number of DRC markers after the initial detailed-route iteration .................          437
Count of antenna-violating nets left after detailed routing ......................            0
Number of antenna cells inserted .................................................            0
DRT Wirelength ...................................................................     19200 um
Per-cell routed wire length ......................................................      16.0 um
Vias .............................................................................         6878

FINISH
-----------------------------------------------------------------------------------------------
Proportion of layout cells with a drive suffix above 1 ...........................       0.0421
Logic area .......................................................................    5710 um^2
Layout fillers ...................................................................         1533
Storage element area .............................................................    2500 um^2
Synth-to-Final Area Change .......................................................        8.67%

WORST SETUP PATH
-----------------------------------------------------------------------------------------------
Critical path startpoint category ................................................    flip-flop
Delay-heaviest family, CP ........................................................  adder cells
CP arrival .......................................................................      6.52 ns
Crit Path Max Fanout .............................................................            4
Worst path buffer plus inverter count ............................................            3
Worst Setup Path Type ............................................................ flip-flop to primary output
Critical path cell sequence ...................................................... ha_1, fa_1, a21o_1, a21oi_1, xnor2_1, fa_1, fa_1, fa_1, fa_1, inv_1, fa_1, inv_1, ha_1, nor2b_4, o31a_1, or4_1, nand3_1, clkdlybuf4s50_1
Crit path DRT ....................................................................      6.96 ns
Type of destination of the critical path ......................................... primary output
Crit-path slowest cell ...........................................................         fa_1
Critical Path Max Stage Delay ....................................................      0.54 ns
Most prevalent standard cell on the critical path ................................         fa_1

CLOCK NETWORK
-----------------------------------------------------------------------------------------------
Clock input transition at the sequential cells of the worst setup and hold paths .      0.07 ns
Post-cts hold-fix buffer tally ...................................................            0
Number of clock buffers inserted by TritonCTS ....................................            9
Post-CTS setup-driven buffer insertion count .....................................            0
Root Buffer ......................................................................    clkbuf_16
Number of clock sinks seen by CTS ................................................          100
TritonCTS clock tree .............................................................         done
CTS resizes ......................................................................            0
Maximum level of the CTS H-tree ..................................................            3
Maximum clock insertion buffer count .............................................            2

LOGIC SYNTHESIS
-----------------------------------------------------------------------------------------------
Netlist area before placement ....................................................    9000 um^2
Post-Syn Area per Cell ...........................................................    9.35 um^2
Post-synth area from yosys stat ..................................................    9000 um^2
Async SR Flop Fraction ...........................................................         1.00
Post-Syn Instances ...............................................................          963
Post-synth EDFFs .................................................................            0
Top cell type by instance count after synthesis ..................................      dfrtp_1
Share of Yosys cell area claimed by the top area cell type .......................        0.278
Synth cell types .................................................................           79
Top cells by instance count after synthesis ...................................... dfrtp_1 (100), inv_1 (90), ha_1 (71)
Part of the Yosys area used for sequential elements ..............................        0.278
Cell type with the largest total area after synthesis ............................      dfrtp_1
Yosys warning count ..............................................................            7
#FFs+latches synth ...............................................................          100
Biggest area contributors in the synthesized netlist ............................. dfrtp_1 (28%), fa_1 (13%), ha_1 (9.9%)
Most instantiated flip-flop cell in the synthesis netlist ........................      dfrtp_1
Total cells reported by yosys after synthesis ....................................          963

DIE
-----------------------------------------------------------------------------------------------
Vert. Die Dim ....................................................................       136 um
Floorplan die width ..............................................................       136 um
Number of rows created at floorplan ..............................................           48
Placeable core region ............................................................   17400 um^2
Init Core Util ...................................................................        0.517
Overall die area .................................................................   18500 um^2
Number of top-level pins .........................................................          250

STA
-----------------------------------------------------------------------------------------------
Final Max-Slew Violation Tally ...................................................            0
Worst slew margin relative to its limit ..........................................        0.464
Min cycle time layout ............................................................      8.26 ns
Maximum frequency from static timing analysis ....................................      121 MHz
Final hold violation count .......................................................            0
Setup-failing EPs final ..........................................................            0
Unrepaired setup endpoints after global routing ..................................        false
Worst hold slack .................................................................      1.38 ns
Actual transition at the worst max-transition pin ................................     0.803 ns
Portion of the clock cycle consumed by the worst path in the final layout ........        0.949
TNS Setup ........................................................................         0 ns

JOB
-----------------------------------------------------------------------------------------------
Max-cap violations ...............................................................            0
Count of warning messages emitted by the tools ...................................          198

STATUS
-----------------------------------------------------------------------------------------------
Status ........................................................................... complete, no violations

WORST HOLD PATH
-----------------------------------------------------------------------------------------------
Hold/Removal Path Class .......................................................... input pin to asynchronous set/reset pin

power groups by stage:
stage	registers, mW	logic, mW	clock network (mW)
6_report	0.487	0.591	0.410
5_1_grt	0.489	0.676	0.442
4_1_cts	0.487	0.602	0.425
state kept, by name, indices dropped and copies added (netlist names):
signal / cells
genblk1.shifter4bit1.shiftOut: 64
genblk2.shifter6bit1.shiftOut: 36
per-layer routing:
metal | vias to the layer above | share of wire
met3 | 20 | 0.066
met1 | 3285 | 0.48
met2 | 227 | 0.44
met4 | 0 | 0.015
li1 | 3346 | -
met5 | - | 0
cells by family (layout without fill, tap and decap cells):
group | count (synthesis) | in the layout | synth area share
AOI/OAI and AO/OA | 194 | 194 | 0.149
xor gates and xnor gates | 32 | 32 | 0.0311
muxes | 34 | 34 | 0.0389
buffers and inverters | 177 | 173 | 0.0945
other | 1 | 17 | 0.000417
DFF | 100 | 100 | 0.278
and+or+nand+nor | 297 | 297 | 0.183
adders and majority gates | 128 | 128 | 0.225
layout make-up:
| cell class | instances | share of cell area |
|---|---|---|
| repair buffers | 65 | 0.0652 |
| clock inverters | 6 | 0.00793 |
| inverters | 92 | 0.0353 |
| clock buffers | 10 | 0.0234 |
| multi-input cells | 702 | 0.584 |
| flip-flops and latches | 100 | 0.256 |
| well taps | 225 | 0.0288 |
stage by stage:
step / cells / utilization / setup WS, ns / cell area, um^2
CTS: 1200 / 0.562 / 0.407 / 9780
detailed placement: 1184 / 0.544 / 0.803 / 9480
global route: 1200 / 0.562 / 0.207 / 9780
floorplan: 979 / - / 1.66 / 9060
global placement: 1184 / 0.544 / 0.844 / 9480
finish: 1200 / 0.562 / 0.443 / 9780
path summary, 6_finish.rpt:
kind	cells past startpoint	start	end	slack [ns]
min in group clk0	2	computeOut2[8]	genblk1[2].shifter4bit1.shiftOut[0]$_DFF_PN0_	2.10
max in group asynchronous	2	reset	genblk2[0].shifter6bit1.shiftOut[6]$_DFF_PN0_	6.27
setup / recovery	18	genblk2[0].shifter6bit1.shiftOut[12]$_DFF_PN0_	addOut[8]	0.44
hold / removal	1	reset	genblk1[0].shifter4bit1.shiftOut[7]$_DFF_PN0_	1.38
cells in the final DEF (no fill, tap or decap), types with 4 or more instances in the layout:
master           instances
and3_1                  13
mux2_2                   8
nand4_1                  9
a31oi_1                  5
nor4b_1                  5
nor2b_1                 26
conb_1                  17
clkdlybuf4s50_1         60
a2bb2oi_1                6
nor2_1                  57
nand3_1                 26
nor4_1                   8
clkbuf_16                9
dfrtp_1                100
nor3b_1                  7
ha_1                    71
nand3b_1                15
nor3_1                  26
a22oi_1                 11
a32oi_1                 12
nand2_1                 56
nand2b_1                16
mux2i_1                 26
a221o_1                  6
or3_1                    4
xnor2_1                 16
o211ai_1                 8
a21oi_1                 56
o21ai_0                 17
buf_4                    5
o22ai_1                  4
a21o_1                  25
fa_1                    57
inv_1                   90
xor2_1                  16
a211oi_1                 7
No activity file was given, so power comes from the tool's default toggle rates.
